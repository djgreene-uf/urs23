===== design/flow/config.mk =====
export PLATFORM = sky130hd
export DESIGN_NAME = spi
export DESIGN_NICKNAME = spi
export VERILOG_FILES = /design/flow/design.v
export SDC_FILE = /design/flow/constraint.sdc
export NUM_CORES = 4
export LEC_CHECK = 1
export CORE_UTILIZATION = 30

===== design/flow/constraint.sdc =====
current_design spi

set clk_period 3.0
set clk_io_pct 0.2

create_clock -name clk0 -period $clk_period [get_ports {SCLK}]

set non_clock_inputs [all_inputs -no_clocks]
set_input_delay [expr $clk_period * $clk_io_pct] -clock clk0 $non_clock_inputs
set_output_delay [expr $clk_period * $clk_io_pct] -clock clk0 [all_outputs]

===== design/flow/design.v =====
`timescale 1ns / 1ps
module spi (
    input logic RST_N,
    input logic SCLK,
    input logic [8-1:0] DATA,
    output logic MCLK,
    output logic SS_N, 
    output logic MISO
);
    logic ss_r, prev_ss_r;
    logic [8-1:0]    tx_cnt_r;
    logic [8-1:0]    miso_shift_r;
    logic [8-1:0]    delay;
    logic [8-1:0]    clk_cnt;
    always_ff @(negedge RST_N or negedge MCLK) begin
        if(!RST_N) begin
            tx_cnt_r <= '0;
            miso_shift_r <= '0;
        end
        else begin
			if(tx_cnt_r >= 8 - 1) begin
                miso_shift_r <= DATA;
                if (prev_ss_r == ss_r) tx_cnt_r <= 0;
            end
            else begin
                tx_cnt_r <= tx_cnt_r + 1'b1;
            end
		end
    end 
    assign MISO = 0 ? miso_shift_r[tx_cnt_r] :                    
                                     miso_shift_r[8-tx_cnt_r-1] ;     
    assign SS_N = ss_r;
always_ff @(negedge RST_N or posedge SCLK) begin 
    if (!RST_N) begin
        MCLK <= 1'b0;
        ss_r <= 1'b1;
        prev_ss_r <= 1'b1;
        delay <= '0;
        clk_cnt <= '0;
    end
    else begin
        clk_cnt <= clk_cnt + 1'b1;
        if (clk_cnt == 0) begin
            delay <= delay + 1'b1;
            if (delay == 4) begin
                if (prev_ss_r) begin
                    ss_r <= 1'b0;
                end
                else begin
                    ss_r <= 1'b1;
                end
            end
            else if (delay >= 14) begin
                if (!ss_r) begin
                    if ((tx_cnt_r >= 8 - 1) && (MCLK == 1'b1)) begin
                        MCLK <= 1'b0;
                        prev_ss_r <= 1'b0;
                        delay <= '0;
                    end 
                    else MCLK <= ~MCLK;
                end
                else begin
                    delay <= '0;
                    prev_ss_r <= 1'b1;
                end
            end
            clk_cnt <= '0;
        end
    end
end
endmodule

===== design/flow/run.sh =====
#!/bin/bash
# OpenROAD 26Q1-2900-gdf79404cd8, Yosys 0.63+post, stock flow scripts
make -C /OpenROAD-flow-scripts/flow DESIGN_CONFIG=/design/flow/config.mk WORK_HOME=/design/flow/orfs finish

==> flow_summary.json <==
{
  "first_global_vias": 1288,
  "top_area_cell": "dfrtp_1",
  "placement.setup.worst_slack_ps": 769,
  "worstSetupPathDepth": 6,
  "die-height_um": 79.8,
  "cts_post_setup_buffers_inserted": 0,
  "hold_path.class": "register to register",
  "crit_family": "simple AND/OR/NAND/NOR gates",
  "clk_root_buffer_cell": "clkbuf_8",
  "ys_sh_xor_pct": 4.82,
  "numPortBuffers": 12,
  "globalplace.congestion": 0.888,
  "finalWorstPathRequiredPeriod_ps": 2250,
  "dpl.hpwl_um": 2240,
  "cellLeakagePower_nw": 0.891,
  "unconstrained_endpoints": 17,
  "synth.yosys.chip_area_um2": 1820,
  "simple_gate_share_pct": 19.1,
  "critical_path.reg2reg.startpoint": "clk_cnt[0]$_DFF_PN0_",
  "adder_and_majority_gate_portion_of_the_synthesized_area_pct": 4.82,
  "ys_types": 46,
  "final_core_util_pct": 36.3,
  "openroad.warnings": 29,
  "worstMarginPinSlew_ps": 580,
  "fp_util_pct": 32.0,
  "timing.critical_path.from_type": "register",
  "yosys_cells": 175,
  "antenna_violating_nets_post_route": 0,
  "hold_violations": 0,
  "grt_util_all_layers_pct": 11.6,
  "required_ps": 3180,
  "lay_top_count": "nand2_1",
  "fp-row-count": 27,
  "synth.comb.largest_family": "simple AND/OR/NAND/NOR gates",
  "reg2regPathDepth": 6,
  "timing.critical_path.arrival_ps": 2430,
  "totalNegativeSetupSlack_ps": 0,
  "worstPathMaxFanout": 9,
  "netlist.area_leader.share_pct": 23.4,
  "final_cell_count_no_fill": 260,
  "pin_count_of_the_biggest_net_entering_global_routing": 36,
  "worst-path-buf-inv": 1,
  "power_per_cell_area_nw_per_um2": 221,
  "ctsHtreeMaxLevel": 1,
  "timing.max_slew.rel_slack_pct": 61.0,
  "netlist_instances": 175,
  "grt_overflow_total": 0,
  "mux_area_share_pct": 7.85,
  "drt-initial-drc-count": 62,
  "num_vias": 1296,
  "area.growth.synth_to_final_pct": 13.4,
  "drtPass1Iterations": 4,
  "grt_pass1_wl_um": 5910,
  "critPathKind": "register to register",
  "yosys_warnings": 1,
  "critPathSlowestCell": "or4_4",
  "hp-start": "clk_cnt[7]$_DFF_PN0_",
  "route.detailed.wl_per_inst_um": 12.0,
  "drc_errors": 0,
  "syn-cell-area_um2": 1820,
  "setup_slack_ps": 754,
  "grt_setup_unrepaired": "no",
  "cts.hold.buffers_added": 0,
  "syn_avg_cell_area_um2": 10.4,
  "overall_power_mw": 0.456,
  "boundaryPins": 13,
  "number_of_register_pins_that_no_clock_reaches": 16,
  "yosys.area_share.aoi_pct": 11.5,
  "finalMaxSlewViolations": 0,
  "clock.fmax_ghz": 0.445,
  "chipWidth_um": 79.8,
  "cell_breakdown_of_the_critical_path": "inv_1 -> ha_1 -> or3b_2 -> or2_1 -> or4_4 -> o211ai_2",
  "ys.flops": 35,
  "post_cts_resize_count": 0,
  "min_delay_path_depth": 1,
  "design.die.area_um2": 6370,
  "nFillCells": 565,
  "ctsLongestPathBuffers": 2,
  "peakVddDrop_v": 0.000157,
  "cp-startpoint": "clk_cnt[0]$_DFF_PN0_",
  "status": "finished clean",
  "design.core.area_um2": 5680,
  "share_of_final_layout_standard_cells_stronger_than_drive_strength_1_pct": 12.8,
  "cts_inserted_buffers": 3,
  "synth.area.top_cells": "dfrtp_1 23%, dfrtn_1 22%, mux2_2 5.0%",
  "post_drt_via_cell_ratio": 4.98,
  "timing.max_cap.violations": 0,
  "antenna_found_initial": 0,
  "timing.critical_path.to_type": "register",
  "cp_slowest_stage_delay_ps": 550,
  "finalClockPeriodUsage_pct": 74.9,
  "route.final.wire_length_um": 3120,
  "cts_tree": "done",
  "ff2ff_setup_slack_ps": 750,
  "layout_top_cells_excl_fill_tap": "19 x nand2_1, 17 x dfrtp_1, 16 x dfrtn_1, 12 x nand3_1, 12 x clkdlybuf4s50_1",
  "seq_area_frac_synth_pct": 48.3,
  "clk_transition_reported_paths_ps": 70,
  "fin_worst_skew_ps": 2.18,
  "route.antenna.diode_count": 0,
  "post-place-cells": 256,
  "clock_insertion_delay_worst_skew_ps": 250,
  "finalSetupViolations": 0
}
==> area by class of cell <==
class	count	area, µm²	area share [%]
clock buffers	3	41.3	2.00
multi-input cells	125	873	42.4
repair buffers	14	135	6.56
inverters	10	37.5	1.82
well taps	72	90.1	4.37
flip-flops and latches	35	878	42.6
clock inverters	1	5.00	0.243
==> through the flow <==
stage,cell area (µm²),hold WS (ps)
global placement,2010,464
detailed placement,2010,459
floorplan,1820,304
CTS,2060,473
finish,2060,465
global route,2060,518
==> logic make-up (layout without fill, tap and decap cells) <==
kind of cell,Yosys count,in the layout
fa+ha+maj,7,7
flops,35,35
xor+xnor,10,10
mux,12,12
simple gates,67,67
buf+inv,15,28
compound gates,29,29
==> path summary, 6_finish.rpt <==
check / endpoint
max: delay[5]$_DFFE_PN0N_
min: clk_cnt[7]$_DFF_PN0_
max in group asynchronous: ss_r$_DFFE_PN1P_
max reg2reg: delay[5]$_DFFE_PN0N_
min reg2reg: clk_cnt[7]$_DFF_PN0_
min in group asynchronous: clk_cnt[5]$_DFF_PN0_
==> Yosys cell counts, drive strengths merged <==
cell type,count
a31oi,1
nor2b,1
o2bb2ai,1
dfrtp,17
nor2,8
o211ai,5
o21bai,1
a22oi,1
and3,3
dfrtn,16
xnor2,9
a32o,2
or3,1
ha,7
o221ai,1
nand3,12
xor2,1
mux2,8
dfstp,2
a211oi,2
buf,2
a31o,1
a41oi,1
o21ai,9
nor4,4
inv,10
o22ai,2
nor3,6
o311ai,1
nand4,1
mux2i,3
nor4b,1
clkbuf,3
or2,1
and2,5
o2111ai,1
or3b,2
nand2,19
nand2b,1
mux4,1
or4,2
==> sequential cells by signal, summed over array words and instances (netlist names) <==
| signal | cells |
|---|---|
| tx_cnt_r | 8 |
| prev_ss_r | 1 |
| clk_cnt | 8 |
| MCLK | 1 |
| miso_shift_r | 8 |
| delay | 8 |
| ss_r | 1 |
==> power breakdown <==
group / internal, mW / switching (mW) / total, mW
clock network: 0.0923 / 0.0863 / 0.179
registers: 0.256 / 0 / 0.256
logic: 0.0110 / 0.0102 / 0.0212
==> metal layers <==
layer,GRT usage [%],vias to the layer above,wire (µm)
met5,0,-,0
met2,18.4,20,1420
met1,18.2,619,1580
met3,1.04,2,104
li1,-,655,-
met4,1.07,0,17
Power figures rest on the tool's default switching activity, not on a simulated workload.
