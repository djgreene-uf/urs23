`./config.mk`:
```
export PLATFORM = sky130hd
export DESIGN_NAME = clk_div
export DESIGN_NICKNAME = clk_div
export VERILOG_FILES = /design/flow/design.v
export SDC_FILE = /design/flow/constraint.sdc
export NUM_CORES = 4
export LEC_CHECK = 1
export CORE_AREA = 10 10 78 78
export DIE_AREA = 0 0 88 88
```
`./constraint.sdc`:
```
current_design clk_div

set clk_period 1.3
set clk_io_pct 0.2

create_clock -name clk0 -period $clk_period [get_ports {clk}]

set non_clock_inputs [all_inputs -no_clocks]
set_input_delay [expr $clk_period * $clk_io_pct] -clock clk0 $non_clock_inputs
set_output_delay [expr $clk_period * $clk_io_pct] -clock clk0 [all_outputs]
```
`./design.v`:
```
module clk_div
    #(parameter int DIV_RATIO = 16)
    (
     input logic  clk,
     input logic  rst,
     output logic clk_out);
    logic regs [DIV_RATIO];
    if (DIV_RATIO == 1) begin
        assign clk_out = clk;
    end
    else if (DIV_RATIO > 1) begin
        dff
            #(.RESET_VAL(1))
        dff_RST_1
            (.clk(clk),
             .rst(rst),
             .en(1'b1),
             .d(regs[DIV_RATIO-1]),
             .q(regs[0]));
        genvar i;
        for (i = 1; i < DIV_RATIO; i++) begin : gen_dff_array
            dff
                #(.RESET_VAL(0))
            dff_array
                (.clk(clk),
                 .rst(rst),
                 .en(1'b1),
                 .d(regs[i-1]),
                 .q(regs[i]));
        end
        assign clk_out = regs[0];
    end
endmodule
module dff
    #(parameter int RESET_VAL = 0)
    (input logic clk,
     input logic rst,
     input logic en,
     input logic d,
     output logic q
     );
    always_ff @(posedge clk or posedge rst) begin
        if (rst == 1'b1) begin
            q <= RESET_VAL;
        end
        else if (en == 1'b1) begin
            q <= d;
        end
    end
endmodule
```
`./run.sh`:
```
#!/bin/bash
# OpenROAD 26Q1-2900-gdf79404cd8, Yosys 0.63+post, stock flow scripts
make -C /OpenROAD-flow-scripts/flow DESIGN_CONFIG=/design/flow/config.mk WORK_HOME=/design/flow/orfs finish
```
==> flow_metrics.env <==
# physical design summary
export IMPL_drc=0
export IMPL_synth_area_top_cells="dfrtp_1 (93%), dfstp_2 (6.5%), inv_1 (0.93%)"
export IMPL_ios=3
export IMPL_clockBufferDepth=2
export IMPL_dieHeight_um=88
export IMPL_postSynthSeqShare_pct=99.1
export IMPL_cts_tree="done"
export IMPL_met2_usage_pct=1.52
export IMPL_first_global_vias=178
export IMPL_syn_area_um2=405
export IMPL_mux_area_share_pct=0
export IMPL_place_worst_setup_slack_ns=0.0747
export IMPL_compound_area_share_pct=0
export IMPL_combGateArea_um2=0
export IMPL_yosysTopAreaCell="dfrtp_1"
export IMPL_die_w_um=88
export IMPL_grt_max_degree=10
export IMPL_antenna_found_initial=0
export IMPL_cts_resized=1
export IMPL_log_warning_count=25
export IMPL_logic_family="buffers and inverters"
export IMPL_crit_family="flip-flops"
export IMPL_reg2reg_from="genblk1.genblk1.dff_RST_1.q"
export IMPL_hold_slack_ns=0.240
export IMPL_status="complete, no violations"
export IMPL_logic_gates=0
export IMPL_post_drt_wl_per_cell_um=6.45
export IMPL_postCtsSetupBuffers=0
export IMPL_vias_per_cell=1.92
export IMPL_core_um2=4410
export IMPL_crit_path_max_incr_delay_ns=0.53
export IMPL_drive_gt1_share_pct=20.8
export IMPL_insertion_delay_ns=0.25
export IMPL_drt_total_wl_um=490
export IMPL_synth_cell_types=3
export IMPL_slew_viol_final=0
export IMPL_p_leak_nw=0.265
export IMPL_syn_avg_cell_area_um2=23.8
export IMPL_dp_hpwl_um=297
export IMPL_start_kind="register"
export IMPL_path_buffers=1
export IMPL_period_needed_ns=1.22
export IMPL_power_density_nw_per_um2=1620
export IMPL_drt_iter0_drc=0
export IMPL_met1_usage_pct=2.24
export IMPL_root_buffer="clkbuf_8"
export IMPL_crit_slowest_cell="dfstp_2"
export IMPL_hold_viol=0
export IMPL_ir_drop_v=0.000984
export IMPL_nFillCells=476
export IMPL_p_total_mw=0.876
export IMPL_num_antenna_cells=0
export IMPL_finalCritPeriodShare_pct=94.0
export IMPL_cts_hold_buf=0
export IMPL_ys_cells=17
export IMPL_ys_area_um2=405
export IMPL_path_cells="dlygate4sd2_1"
export IMPL_gr_usage_all_layers_pct=1.55
export IMPL_rsz0062_at_grt="no"
export IMPL_ys_sh_simple_pct=0
export IMPL_rr_endpoint="genblk1.genblk1.gen_dff_array[1].dff_array.q"
export IMPL_layout_area_seq_um2=402
export IMPL_required_ns=1.04
export IMPL_hold_path_class="in2async"
export IMPL_vias=146
export IMPL_postRouteAntennaNets=0
export IMPL_stdcell_count=76
export IMPL_use_met3_pct=1.31
export IMPL_grt_pass1_wl_um=883
export IMPL_ys_sh_xor_pct=0
export IMPL_area_growth_pct=33.6
export IMPL_worstRegToRegCells=0
export IMPL_setup_ws_ns=0.0777
export IMPL_cts_sinks=16
export IMPL_crit_type="reg2out"
export IMPL_synth_adder_area_share_pct=0
export IMPL_path_clk_slew_ns=0.06
export IMPL_gp_congestion=0.689
export IMPL_ys_warn_count=4
export IMPL_syn_instance_count=17
export IMPL_ff2ff_setup_slack_ns=0.71
export IMPL_dp_cells=72
export IMPL_lay_top_count="dfrtp_1"
export IMPL_cts_buffers=3
export IMPL_cts_max_level=1
export IMPL_io_buffers=2
export IMPL_setup_violations=0
export IMPL_worst_ep_arrival_time_ns=0.96
export IMPL_max_clock_freq_mhz=818
export IMPL_cp_max_fo=2
export IMPL_worstMarginPinSlew_ns=0.264
export IMPL_slew_headroom_pct=82.4
export IMPL_grt_busiest_layer="met1"
export IMPL_grt_ovfl_total=0
export IMPL_chip_area_um2=7740
export IMPL_setup_tns_ns=0
export IMPL_skew_ns=0.00815
export IMPL_synth_flops=16
export IMPL_floorplan_core_util_pct=9.18
export IMPL_lay_top_cells="dfrtp_1 (15), clkbuf_8 (3)"
export IMPL_fp_row_count=24
export IMPL_top_cell_area_share_pct=92.6
export IMPL_first_pass_iters=1
export IMPL_drv_cap=0
export IMPL_end_kind="output pin"
[sequential cells by signal, indices dropped and copies added (netlist names)]
name / flops
genblk1.genblk1.gen_dff_array.dff_array.q: 15
genblk1.genblk1.dff_RST_1.q: 1
[cells in the mapped netlist]
library cell  count
dfrtp_1          15
dfstp_2           1
inv_1             1
[report_power, final]
part	switching [mW]	total (mW)	leakage (nW)	internal (mW)
clock	0.147	0.364	0.0228	0.216
sequential	0	0.499	0.220	0.499
combinational	0.00920	0.0139	0.0223	0.00475
total	0.156	0.876	0.265	0.720
[metrics by stage]
stage          util [%]  area, µm²
2_1_floorplan         -        405
3_3_place_gp       11.3        498
3_5_place_dp       11.3        498
4_1_cts            12.3        542
5_1_grt            12.3        542
6_report           12.3        542
[layout make-up]
class | count | share of cell area [%]
Inverter | 1 | 0.693
Clock buffer | 4 | 8.31
Tap cell | 52 | 12.0
Sequential cell | 16 | 74.1
Timing Repair Buffer | 3 | 4.85
[kinds of logic (layout without fill, tap and decap cells)]
group | Yosys count | in the layout
flip-flops | 16 | 16
buffers and inverters | 1 | 8
[metal layers]
| layer | part of all wire, % | up-vias | routed length [µm] |
|---|---|---|---|
| met5 | 0 | - | 0 |
| met2 | 30 | 5 | 146 |
| met1 | 55 | 76 | 269 |
| li1 | - | 63 | - |
| met3 | 12 | 2 | 57 |
| met4 | 3.5 | 0 | 17 |
[worst max-delay path by stage]
stage                                       start      end  slack (ns)  depth (start not counted)
after CTS             genblk1.genblk1.dff_RST_1.q  clk_out        0.06                          1
after global routing  genblk1.genblk1.dff_RST_1.q  clk_out        0.04                          1
final                 genblk1.genblk1.dff_RST_1.q  clk_out        0.08                          1
Power and IR drop assume default switching activity.
