<file path="./design.v">
module delay
    #(
      parameter int CYCLES = 1)
    (
     input logic  clk,
     input logic  rst,
     input logic  en,
     input logic  d,
     output logic q);
    logic regs [CYCLES+1];
    if (CYCLES == 0) begin : cycles_eq_0
        assign q = d;
    end
    else if (CYCLES > 0) begin : cycles_gt_0
        assign regs[0] = d;
        assign q = regs[CYCLES];
        genvar i;
        for (i = 0; i < CYCLES; i++) begin : reg_array
            dff dff_array
                (.clk(clk),
                 .rst(rst),
                 .en(en),
                 .d(regs[i]),
                 .q(regs[i+1]));
        end
    end
endmodule
module dff
    #(parameter int RESET_VAL = 0)
    (input logic clk,
     input logic rst,
     input logic en,
     input logic d,
     output logic q
     );
    always_ff @(posedge clk or posedge rst) begin
        if (rst == 1'b1) begin
            q <= RESET_VAL;
        end
        else if (en == 1'b1) begin
            q <= d;
        end
    end
endmodule
module level_to_pulse
    (input logic  clk,
     input logic  rst,
     input logic  d,
     output logic q);
    logic dff_out;
    dff dff_level
        (.clk(clk),
         .rst(rst),
         .en(1'b1),
         .d(d),
         .q(dff_out));
    assign q = d & !dff_out;
endmodule
module pulse_extender
    (input logic  clk,
     input logic  rst,
     input logic  d,
     output logic q
     );
    logic q_1, q_2;
    logic q_extend;
    dff delay_1
        (.clk(clk),
         .rst(rst),
         .en(1'b1),
         .d(d),
         .q(q_1));
    dff delay_2
        (.clk(clk),
         .rst(rst),
         .en(1'b1),
         .d(q_1),
         .q(q_2));
    assign q_extend = q_1 | q_2;
    dff delay_extend
        (.clk(clk),
         .rst(rst),
         .en(1'b1),
         .d(q_extend),
         .q(q));
endmodule
module sync
    (
     input logic  clk,
     input logic  rst,
     input logic  d,
     output logic q
     );
    logic         delay;
    always_ff @(posedge clk or posedge rst) begin
        if (rst == 1'b1) begin
            delay <= 1'b0;
            q <= 1'b0;
        end else begin        
            delay <= d;
            q <= delay;
        end        
    end
endmodule
module shifted_clock_sampling
    (
     input logic        clk_0,
     input logic        clk_90,
     input logic        clk_180,
     input logic        clk_270,
     input logic        rst,
     input logic        d,
     output logic [1:0] phase,
     output logic       phase_valid
     );
    logic q_0, q_0_edge;
    logic q_90, q_90_edge;
    logic q_180, q_180_edge;
    logic q_270, q_270_edge;
    sync sync_sample_0
        (.clk(clk_0),
         .rst(rst),
         .d(d),
         .q(q_0));
    sync sync_sample_90
        (.clk(clk_90),
         .rst(rst),
         .d(d),
         .q(q_90));
    sync sync_sample_180
        (.clk(clk_180),
         .rst(rst),
         .d(d),
         .q(q_180));
    sync sync_sample_270
        (.clk(clk_270),
         .rst(rst),
         .d(d),
         .q(q_270));
    assign q_0_edge = ~q_0 & q_90;
    assign q_90_edge = ~q_90 & q_180;
    assign q_180_edge = ~q_180 & q_270;
    assign q_270_edge = ~q_270 & q_0;
    logic latch_0, latch_90, latch_180, latch_270;
    pulse_extender dff_hit_0
        (.clk(clk_0),
         .rst(rst),
         .d(q_0_edge),
         .q(latch_0));
    pulse_extender dff_hit_90
        (.clk(clk_90),
         .rst(rst),
         .d(q_90_edge),
         .q(latch_90));
    pulse_extender dff_hit_180
        (.clk(clk_180),
         .rst(rst),
         .d(q_180_edge),
         .q(latch_180));
    pulse_extender dff_hit_270
        (.clk(clk_270),
         .rst(rst),
         .d(q_270_edge),
         .q(latch_270));
    logic latch_valid;
    logic encoder_valid;
    logic q_0_d;
    logic hit_en;
    logic latch_0_sync, latch_90_sync, latch_180_sync, latch_270_sync;
    delay
        #(.CYCLES(2))
    delay_q_0
        (.clk(clk_0),
         .rst(rst),
         .en(1'b1),
         .d(q_0),
         .q(q_0_d));
    level_to_pulse pulse_hit_en
        (.clk(clk_0),
         .rst(rst),
         .d(q_0_d),
         .q(hit_en));
    dff sync_hit_0
        (.clk(clk_0),
         .rst(rst),
         .en(hit_en),
         .d(latch_0),
         .q(latch_0_sync));
    dff sync_hit_90
        (.clk(clk_0),
         .rst(rst),
         .en(hit_en),
         .d(latch_90),
         .q(latch_90_sync));
    dff sync_hit_180
        (.clk(clk_0),
         .rst(rst),
         .en(hit_en),
         .d(latch_180),
         .q(latch_180_sync));
    dff sync_hit_270
        (.clk(clk_0),
         .rst(rst),
         .en(hit_en),
         .d(latch_270),
         .q(latch_270_sync));
    delay
        #(.CYCLES(1))
    delay_hit_en
        (.clk(clk_0),
         .rst(rst),
         .en(1'b1),
         .d(hit_en),
         .q(latch_valid));   
    always_comb begin
        if (latch_270_sync == 1'b1) begin
            phase = 2'b11;
            encoder_valid = 1'b1;
        end
        else if (latch_180_sync == 1'b1) begin
            phase = 2'b10;
            encoder_valid = 1'b1;
        end
        else if (latch_90_sync == 1'b1) begin
            phase = 2'b01;
            encoder_valid = 1'b1;
        end
        else if (latch_0_sync == 1'b1) begin
            phase = 2'b00;
            encoder_valid = 1'b1;
        end
        else begin
            phase = 2'b00;
            encoder_valid = 1'b0;
        end
    end
    assign phase_valid = latch_valid & encoder_valid;
endmodule
</file>
<file path="./run.sh">
#!/bin/bash
# OpenROAD 26Q1-2900-gdf79404cd8, Yosys 0.63+post, stock flow scripts
make -C /OpenROAD-flow-scripts/flow DESIGN_CONFIG=/design/flow/config.mk WORK_HOME=/design/flow/orfs finish
</file>
<file path="./config.mk">
export PLATFORM = sky130hd
export DESIGN_NAME = shifted_clock_sampling
export DESIGN_NICKNAME = shifted_clock_sampling
export VERILOG_FILES = /design/flow/design.v
export SDC_FILE = /design/flow/constraint.sdc
export NUM_CORES = 4
export LEC_CHECK = 1
export CORE_AREA = 10 10 85 85
export DIE_AREA = 0 0 95 95
</file>
<file path="./constraint.sdc">
current_design shifted_clock_sampling

set clk_period 2.2
set clk_io_pct 0.2

create_clock -name clk0 -period $clk_period [get_ports {clk_0}]
create_clock -name clk1 -period $clk_period [get_ports {clk_180}]
create_clock -name clk2 -period $clk_period [get_ports {clk_270}]
create_clock -name clk3 -period $clk_period [get_ports {clk_90}]

set non_clock_inputs [all_inputs -no_clocks]
set_input_delay [expr $clk_period * $clk_io_pct] -clock clk0 $non_clock_inputs
set_output_delay [expr $clk_period * $clk_io_pct] -clock clk0 [all_outputs]
</file>
==> reports/results.tsv <==
metric	value	unit
WHS	0.341	ns
Layout Skew	0.00272	ns
Cell Area, Placed	0.00100	mm²
Chip Area	0.00903	mm²
Via density	2.80	
outcome	finished, final reports clean	
ys cells	47	
cell area power density	1140	mW/mm²
Seq share, synth	80.9	%
worst-path cell chain	or2_1, o31a_1, clkdlybuf4s50_1	
WP data arrival	1.53	ns
PostCTS Resize Cnt	0	
Yosys Chip Area	866	µm²
Core Area	0.00547	mm²
Largest cells by area	dfrtp_1 81%, mux2_4 6.9%, nor2b_1 2.9%	
routed len/inst	8.35	µm
Chip Height	95	µm
CP bufs+invs	1	
Peak VDD IR	0.000452	V
GR Overflow Total	0	
Hold Fails Final Rpt	0	
max reg flops	2	
Worst-Margin Slew	0.328	ns
initial antenna violation count	0	
Relative slew margins	78.1	%
CTS tree	yes	
Mapped Avg Cell Area	18.4	µm²
Top-area cell share	80.9	%
Crit-path slowest cell	clkdlybuf4s50_1	
RSZ-0062 raised after global routing	no	
footprint of the multi-input gates	146	µm²
GP Congestion	0.670	
#FFs+latches synth	28	
CP max FO	3	
share of cells above drive strength 1	32.4	%
Total GRT Usage	3.10	%
Post-synth EDFFs	0	
hold crit path type	flip-flop to flip-flop	
Overall Power	0.00135	W
Reg clk slew, reported paths	0.05	ns
asr flop ratio synth	100	%
Port-buffer cells	5	
Layout fillers	579	
final setup margin	0.233	ns
fin area	0.00118	mm²
fp util	15.8	%
router iterations before antenna repair	2	
Ant. Diodes	0	
Post-CTS Setup Bufs	0	
Layout area overhead	36.6	%
leakage	0.538	nW
WP data required	1.76	ns
Most common reg cell	dfrtp_1	
crit-path leading delay family	buffers and inverters	
Boundary Pins	9	
Setup violations, final	0	
Starting DRT DRC Count	14	
worst slack at placement	0.476	ns
Residual DRC	0	
largest register by flop count	delay_q_0.genblk1.cycles_gt_0.reg_array.dff_array.q	
DR vias	392	
critical path endpoint category	output port	
max-cap viol count	0	
pin count of the biggest net entering global routing	29	
Tool Warnings	26	
Reg area	701	µm²
cts hold-fix bufs	0	
Mapped Cells	47	
Final Routed Wirelength	1170	µm
Final Max Slew Viols	0	
setup TNS	0	ns
Startpoint Class	flip-flop	
Die W	95	µm
Post-Syn Area	866	µm²
Netlist cell types	10	
crit path kind	flip-flop to output port	
area leader, netlist	dfrtp_1	
Antenna Nets Post-Route	0	
CP peak stage delay	0.41	ns
global-route wire length before repair	1890	µm
row cnt	27	
vias in the first global route	425	
commonest cells in the netlist	28 x dfrtp_1, 4 x mux2_4, 4 x nor2b_1, 4 x or2_2, 2 x inv_1	
clock sinks	28	
top-count cell post-synth	dfrtp_1	
Synth warnings	8	
==> logic make-up after synthesis <==
family                 share of synthesized area, %
muxes                                          6.94
DFF                                            80.9
and+or+nand+nor                                8.09
buffers and inverters                          2.17
AOI/OAI and AO/OA                              1.88
==> worst reg2reg max path, cell delays in order (launching register included) <==
cell,delay [ns]
dfrtp_1,0.39
nor2b_4,0.20
mux2_4,0.32
==> metrics by stage <==
step	std cells	util (%)
after floorplan	47	-
after global placement	124	18.3
after detailed placement	124	18.3
after CTS	140	21.6
after global routing	140	21.6
final	140	21.6
==> layout make-up <==
type	instances	share of cell area [%]
flip-flops and latches	28	59.3
well taps	72	7.62
inverters	2	0.635
clock buffers	16	15.2
repair buffers	6	4.87
multi-input cells	16	12.4
==> cell usage in the layout (no fill, tap or decap) <==
master and instances:
dfrtp_1 28, clkbuf_8 12, clkdlybuf4s50_1 5, mux2_4 4, nor2b_1 4, or2_2 4, clkbuf_1 4, inv_1 2
nor2b_4 1, or2_1 1, o31a_1 1, a21o_1 1, buf_4 1
==> where the power goes <==
part	internal, W	switching, W	total [W]
Clock	0.000500	0.000206	0.000706
Sequential	0.000554	0.0000180	0.000572
Combinational	0.0000484	0.0000221	0.0000705
Total	0.00110	0.000246	0.00135
==> final timing paths <==
path | startpoint | to | slack [ns] | cells after the start
hold / removal | sync_sample_180.delay$_DFF_PP0_ | sync_sample_180.q$_DFF_PP0_ | 0.34 | 0
min in group clk3 | sync_sample_90.delay$_DFF_PP0_ | sync_sample_90.q$_DFF_PP0_ | 0.34 | 0
min in group clk2 | sync_sample_270.delay$_DFF_PP0_ | sync_sample_270.q$_DFF_PP0_ | 0.34 | 0
setup / recovery | sync_hit_270.q$_DFFE_PP0P_ | phase_valid | 0.23 | 3
max in group asynchronous | rst | sync_sample_90.q$_DFF_PP0_ | 1.36 | 3
hold reg to reg | sync_sample_180.delay$_DFF_PP0_ | sync_sample_180.q$_DFF_PP0_ | 0.34 | 0
setup reg to reg | pulse_hit_en.dff_level.q$_DFF_PP0_ | sync_hit_0.q$_DFFE_PP0P_ | 1.18 | 2
max in group clk2 | d | sync_sample_270.delay$_DFF_PP0_ | 1.39 | 1
min in group clk0 | sync_sample_0.delay$_DFF_PP0_ | sync_sample_0.q$_DFF_PP0_ | 0.35 | 0
max in group clk1 | d | sync_sample_180.delay$_DFF_PP0_ | 1.39 | 1
==> metal layers <==
metal | track usage [%] | wire length [µm] | up-vias
li1 | - | - | 185
met1 | 3.07 | 506 | 185
met2 | 2.97 | 387 | 20
met3 | 5.53 | 270 | 2
met4 | 0.374 | 5 | 0
met5 | 0 | 0 | -
Power figures rest on the tool's default switching activity, not on a simulated workload.
